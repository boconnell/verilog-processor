## ./run.sh

```bash
#!/bin/bash
# OpenROAD 26Q1-2900-gdf79404cd8, Yosys 0.63+post, stock flow scripts
make -C /OpenROAD-flow-scripts/flow DESIGN_CONFIG=/design/flow/config.mk WORK_HOME=/design/flow/orfs finish
```

## ./config.mk

```make
export PLATFORM = sky130hd
export DESIGN_NAME = three_port_aram
export DESIGN_NICKNAME = three_port_aram
export VERILOG_FILES = /design/flow/design.v
export SDC_FILE = /design/flow/constraint.sdc
export NUM_CORES = 4
export LEC_CHECK = 1
export CORE_UTILIZATION = 40
```

## ./design.v

```verilog
module three_port_aram (clk, abus1, dbus1, abus2, dbus2i, dbus2o, we);
	input		clk;
	input	[15:0]	abus1;
	output	[15:0]	dbus1;
	input	[15:0]	abus2;
	output	[15:0]	dbus2o;
	input	[15:0]	dbus2i;
	input		we;
	reg	[15:0]	m[0:128];
	assign dbus1 = m[abus1];
	assign dbus2o = m[abus2];
	always @(posedge clk) begin
		if (we) m[abus2] <= dbus2i;
	end
endmodule
module three_port_aregfile (on, clk, abus1, dbus1, abus2, dbus2, abus3, dbus3);
	input		on;
	input		clk;
	input	[2:0]	abus1;
	output	[15:0]	dbus1;
	input	[2:0]	abus2;
	output	[15:0]	dbus2;
	input	[2:0]	abus3;
	input	[15:0]	dbus3;
	wire		iclk = on | clk;
	reg	[15:0]	m[0:7];
	assign	dbus1 =	(abus1 == 3'd0) ? 16'h0 : m[abus1];
	assign	dbus2 =	(abus2 == 3'd0) ? 16'h0 : m[abus2];
	always @(posedge iclk) begin
		if (on) begin
		    m[0] <= 16'h0;
			m[1] <= 16'h0;
			m[2] <= 16'h0;
			m[3] <= 16'h0;
			m[4] <= 16'h0;
			m[5] <= 16'h0;
			m[6] <= 16'h0;
			m[7] <= 16'h0;
		end 
		else if (abus3 != 3'd0) begin
		    m[abus3] <= dbus3;
		end
	end
endmodule
module registerX (reset, clk, in, out, we);
    parameter width = 16;
	input		reset;
	input		clk;
	output	[width-1:0]	out;
	input	[width-1:0]	in;
	input		we;
	reg	[width-1:0]	m;
	assign out = m;
	always @(posedge clk) begin
		m <=	(reset) ? 0 :
			(we) ? in :
			m;
	end
endmodule
```

## ./constraint.sdc

```tcl
current_design three_port_aram

set clk_period 36.3
set clk_io_pct 0.2

create_clock -name clk0 -period $clk_period [get_ports {clk}]

set non_clock_inputs [all_inputs -no_clocks]
set_input_delay [expr $clk_period * $clk_io_pct] -clock clk0 $non_clock_inputs
set_output_delay [expr $clk_period * $clk_io_pct] -clock clk0 [all_outputs]
```

==> deck_impl_summary.md <==
Flow Results at a Glance

STA
  – RSZ-0062 raised after global routing: no
  – Endpoints failing hold: 0
  – Final min period: about 21000 ps
  – Max transition margin: between 7 and 8%
  – # setup viols final: 0
  – Setup tns final: 0 ps
  – Slew Limit Fails: 0
  – Maximum clock frequency: between 0.04 and 0.05 GHz
  – Final WS setup: between 15000 and 20000 ps
  – Hold WS: approximately 6800 ps
  – Cycle use final: between 50 and 60%
  – Worst slew pin tran: approximately 1300 ps

Worst hold path
  – WHS Endpoint: m[50][8]$_DFFE_PP_
  – Hold WC Path Type: in -> reg
  – Hold depth: 1
  – Hold path start: dbus2i[8]

Global route
  – Initial antenna violation count: 18
  – Total track usage: between 30% and 40%
  – Total gr overflow: 0
  – Vias in the first global route: ~60k
  – Largest net degree at the start of global routing: between 70 and 80
  – Global-route wire length before repair: approximately 460000 um

Route
  – Detailed Route WL: between 300000 and 400000 um
  – DR top layer: met5
  – Metal1 wirelength: 98400 um
  – Post-route DRC: 0
  – Initial DRC Count: 3781
  – WL met2: approximately 150000 um
  – Drt pass-1 iters: 6
  – Antenna-violating nets left: 0
  – Total number of vias: 54.1k
  – Met3 routed WL: about 66000 um
  – WL/cell: between 30 and 40 um
  – Vias per cell: between 6 and 7

Worst setup path
  – Worst-path cell chain: buf_8 > buf_4 > buf_4 > buf_4 > buf_4 > buf_4 > mux4_2 > mux2i_1 > a2111oi_0 > a2111oi_0 > buf_4 > o21ai_0 > clkdlybuf4s50_1
  – Crit path max fanout: roughly 50
  – CP max-delay cell: buf_4
  – Setup crit end kind: primary output
  – Critical path class: in -> out
  – Worst EP required: 29040 ps
  – Crit-path max cell delay: between 600 and 700 ps
  – CP startpoint kind: primary input
  – Data arrival time of the worst path: 13690 ps
  – Crit-path most repeated cell: buf_4

Placed design
  – Dpl cells: about 8.1k
  – DP Area: roughly 100000 um^2
  – Quantity of I/O buffers inserted on ports: roughly 65
  – Detailed Place HPWL: 214000 um
  – DP Worst Slack: roughly 15000 ps
  – GPL Wtd Cong: between 1 and 1.5

CTS
  – Sink Count: between 2k and 2.5k
  – CTS tree: built
  – CTS clk-pin slew, worst paths: roughly 60 ps
  – Cts bufs inserted: between 200 and 250
  – H-tree Lvls: 4
  – Root Driver: clkbuf_16
  – CTS max path bufs: 3
  – Post-CTS sizing: 0
  – Post CTS Setup Buffer Count: 0
  – Post-cts hold buffer count: 0

Logic synthesis
  – Most common cell in the netlist: edfxtp_1
  – Main flop type: edfxtp_1
  – Ys cells: between 4k and 5k
  – Syn_area_per_cell: 19.6 um^2
  – Distinct cells, synth: around 54
  – Yosys stat area: roughly 96000 um^2
  – Cell taking the most area after synthesis: edfxtp_1
  – Mapped cell area: approximately 96000 um^2
  – Post-synth regs: 2064
  – Mapped Cells: approximately 4.9k
  – Post-synth seq share: ~64%
  – Synth area leaders: edfxtp_1 (64%), mux4_2 (22%), mux2i_1 (4.8%)
  – FFs w/ async S/R, synth: 0%
  – Top-area cell share: between 60% and 70%
  – Flip-flops with a built-in enable: around 2.1k
  – Top cells by instance count after synthesis: edfxtp_1 (2064), mux4_2 (949), mux2i_1 (463), nor2_1 (190), a22oi_1 (186)
  – Synthesis Warnings: 1

Cells and area
  – Largest register FFs: about 2.1k
  – Non-filler cells, final: around 8.5k
  – Largest Register: m
  – Top flop regs: m x2064
  – Area grow syn2layout: 12.8%
  – Fin area: ~110000 um^2
  – Layout cell share with drive strength beyond 1: between 30 and 40%

Pwr
  – Leak Pwr: between 30 and 40 nW
  – Max rail drop VDD: approximately 0.000049 V
  – Power per cell area: roughly 48 nW/um^2

Flow run
  – Max cap viols: 0
  – OpenROAD warnings: between 40 and 50

Floorplan
  – Die y size: slightly below 500 um
  – Initial Utilization: between 40% and 50%
  – I/O pin count: between 80 and 90
  – Die Wd: 493 um
  – Total die area: approximately 240000 um^2
  – Std cell rows: 179
  – Core area: approximately 240000 um^2

Run status
  – Status: finished clean
[cells by family (layout without fill, tap and decap cells)]
| logic type | after synthesis | in the layout | synth area share (%) |
|---|---|---|---|
| AND/OR/NAND/NOR | 460 | 460 | 2.19 |
| multiplexers | 1443 | 1443 | 27.4 |
| buffers and inverters | 391 | 812 | 2.10 |
| AND-OR/OR-AND | 541 | 541 | 3.92 |
| flip-flops | 2064 | 2064 | 64.4 |
| other | 0 | 8 | 0 |
[metal layers]
metal | up-vias | track usage, %
li1 | 21700 | -
met1 | 27700 | 34.1
met2 | 3993 | 41.3
met3 | 704 | 26.1
met4 | 28 | 14.5
met5 | - | 2.86
[layout make-up]
class	count	area [um^2]
Antenna cell	8	20.0
Clock buffer	265	5590
Clock inverter	127	1060
Fill cell	19700	130000
Inverter	10	37.5
Multi-Input combinational cell	2444	32600
Sequential cell	2064	62000
Tap cell	3167	3960
Timing Repair Buffer	410	3270
[layout by cell type, fill, tap and decap left out, types with 33 or more instances in the layout]
cell and count:
a21oi_1 115, nand2_1 89, edfxtp_1 2064, a211oi_1 42, clkbuf_16 216, clkbuf_1 49
mux2i_1 463, clkinv_2 46, clkinv_1 51, nor2_1 60, mux4_2 949, nor3_1 33
buf_4 357, o22ai_1 66, nor2b_1 38, nor2_2 129, a22oi_1 186, clkdlybuf4s50_1 39
[report_power, final]
part / switching (mW) / leakage [nW] / total (mW) / internal, mW
registers: 0.00213 / 18.5 / 2.63 / 2.63
clock network: 0.936 / 3.26 / 2.11 / 1.18
logic: 0.294 / 12.5 / 0.460 / 0.165
[worst max path at each step]
stage | from | endpoint | slack, ps | cells past startpoint
6_report | abus1[0] | dbus1[14] | 15360 | 13
5_1_grt | abus1[0] | dbus1[14] | 14760 | 13
4_1_cts | abus1[0] | dbus1[14] | 15230 | 13
[per-stage QoR]
stage,util (%),power (mW)
detailed placement,42.7,3.13
CTS,45.5,5.22
global route,45.5,5.34
finish,45.5,5.20
global placement,42.7,3.13
floorplan,-,2.93
[critical path, delay by kind of cell]
kind / cells / cell delay (ps)
AOI/OAI and AO/OA: 3 / 920
muxes: 2 / 1170
buffers and inverters: 8 / 4190
Power figures rest on the tool's default switching activity, not on a simulated workload.
